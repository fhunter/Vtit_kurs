===== flow/config.mk =====
export PLATFORM = sky130hd
export DESIGN_NAME = counter
export DESIGN_NICKNAME = counter
export VERILOG_FILES = /design/flow/design.v
export SDC_FILE = /design/flow/constraint.sdc
export NUM_CORES = 4
export LEC_CHECK = 1
export CORE_AREA = 10 10 70 70
export DIE_AREA = 0 0 80 80

===== flow/constraint.sdc =====
current_design counter

set clk_period 1.3
set clk_io_pct 0.2

create_clock -name clk0 -period $clk_period [get_ports {clk}]

set non_clock_inputs [all_inputs -no_clocks]
set_input_delay [expr $clk_period * $clk_io_pct] -clock clk0 $non_clock_inputs
set_output_delay [expr $clk_period * $clk_io_pct] -clock clk0 [all_outputs]

===== flow/design.v =====
module counter(
	input clk,
	input reset,
	output [(WIDTH-1):0] q,
	output reg cr
);
parameter WIDTH=4;
parameter TOP=9;
reg [(WIDTH-1):0] counter;
always @(posedge reset or posedge clk)
	begin
		if(reset)
			begin
				counter<=0;
				cr<=0;
			end
		else
			begin
				if(counter>=TOP)
					begin
						counter<=0;
						cr<=1;
					end
				else
					begin
						cr<=0;
						counter<=counter+1;
					end
			end
	end
assign q=counter;
endmodule

===== flow/run.sh =====
#!/bin/bash
# OpenROAD 26Q1-2900-gdf79404cd8, Yosys 0.63+post, stock flow scripts
make -C /OpenROAD-flow-scripts/flow DESIGN_CONFIG=/design/flow/config.mk WORK_HOME=/design/flow/orfs finish

==> run_results.csv <==
group,metric,value,unit
logic_synthesis,yosysWarnings,1,
setup_path,r2r_slack,0.02,ns
setup_path,r2r-end,"cr$_DFF_PP0_",
die,die_w,80,um
route,wl_per_cell,7.57,um
timing,post-route-period-util,98.6,%
route,drc,0,
place,gp_congestion,0.705,
die,ios,7,
route,drt-pass1-iter-count,1,
clock_network,clock_latency,0.24,ns
logic_synthesis,synth_area,248,um^2
setup_path,critPathLaunchType,"flip-flop",
logic_synthesis,ys_seq_share,50.5,%
hold_path,min-delay-path-class,"input pin to asynchronous set/reset pin",
clock_network,clkTransAtPathRegs,0.04,ns
route,num_vias,200,
power,p_int,0.275,mW
power,powerDensity,721,mW/mm^2
timing,clock_skew,0.00112,ns
power,p_seq_share,46.2,%
power,fin_total_pwr,0.338,mW
power,switching_share,18.7,%
place,pre_cts_ws,0.103,ns
timing,setup_ws,0.0186,ns
logic_synthesis,netlist_instances,20,
layout,regArea,125,um^2
power,irDropWorstVdd,0.439,mV
route,drt_iter0_markers,0,
global_route,antenna_found_initial,0,
route,drt.antenna.violating_nets,0,
layout,drive_gt1_share,43.2,%
clock_network,cts_buffers,3,
setup_path,cp-end-kind,"flip-flop",
clock_network,cts_hold_buf,0,
layout,fin_cells,83,
clock_network,clock_sinks,5,
setup_path,r2r_cells,6,
die,dieArea,0.00640,mm^2
die,row_count,21,
route,antenna_cells,0,
layout,comb_area,133,um^2
power,p_switching,0.0632,mW
setup_path,worstPathArrival,1.41,ns
timing,clock.fmax,0.780,GHz
status,status,"completed",
layout,fill_cells,395,
logic_synthesis,top_area_share,50.5,%
power,p_leak,0.225,nW
power,combPwrFrac,1.9,%
timing,period_needed,1.28,ns
global_route,grt_usage,1.83,%
setup_path,critical_path_required,1.43,ns
timing,hold_violations,0,
logic_synthesis,synth-seq-cells,5,
timing,slew_headroom,86.4,%
die,die_h,80,um
layout,final_util,13.7,%
place,numPortBuffers,6,
clock_network,cts_tree,"yes",
timing,hold_ws,0.236,ns
clock_network,max-clock-path-buffers,2,
global_route,grt_overflow,0,
timing,drv_slew,0,
die,core,0.00342,mm^2
global_route,grt_pass1_vias,216,
power,clkPwrFrac,51.9,%
place,dp_hpwl,414,um
setup_path,critPathLaunch,"counter[0]$_DFF_PP0_",
logic_synthesis,synth_area_per_cell,12.4,um^2
flow_run,drv_cap,0,
layout,area_delta_synth_final,89.4,%
setup_path,timing.rr.start,"counter[0]$_DFF_PP0_",
logic_synthesis,yosys-stat-cells,20,
logic_synthesis,yosys.area.top_type,"dfrtp_1",
route,viasPerCell,2.41,
global_route,grt_pass1_wl,890,um
logic_synthesis,synth_cell_types,11,
die,initial_core_util,7.25,%
timing,tightest_slew,0.204,ns
setup_path,critPathKind,"flip-flop to flip-flop",
logic_synthesis,ys_area,248,um^2
clock_network,cts.htree.levels,1,
timing,report.final.setup_viol,0,
setup_path,cp_max_fo,5,
logic_synthesis,top_cells_by_area,"dfrtp_1 (51%), ha_1 (15%), mux2_4 (6.1%)",
global_route,grt_max_degree,6,
flow_run,warnings,27,
place,numPlacedInstances,72,
route,drt-total-wl,628,um
clock_network,clockRootBuffer,"clkbuf_4",
## state kept, by name, summed over array words and instances (netlist names)
| name | count |
|---|---|
| counter | 4 |
| cr | 1 |
## power by group through the flow
stage	registers [mW]	logic, mW	clock network, mW
after global routing	0.156	0.00715	0.196
final	0.156	0.00631	0.175
after CTS	0.156	0.00651	0.180
## worst max-delay path: stages, from the launching register on
cell,delay [ns]
dfrtp_1,0.39
buf_6,0.14
inv_1,0.06
ha_2,0.16
nor3b_4,0.21
nor2b_2,0.08
buf_4,0.14
## cell usage after synthesis
cell / count
a21oi_1: 1
a32o_1: 1
dfrtp_1: 5
ha_1: 3
inv_1: 3
mux2_4: 1
nand2b_1: 1
nor2_1: 1
nor2b_1: 2
nor2b_2: 1
nor3b_2: 1
## placed cells by master, fill, tap and decap left out, types with 2 or more instances in the layout
cell type	n
buf_4	5
dlygate4sd2_1	5
clkbuf_4	3
inv_1	2
buf_6	2
dfrtp_1	5
nor2b_1	2
## final cells by class
cell class	count	share of cell area [%]
clock buffers	4	5.60
inverters	3	2.93
well taps	46	12.3
repair buffers	13	24.3
multi-input cells	12	28.3
flip-flops and latches	5	26.7
## what timing repair did
item	in CTS	in global routing
setup endpoints to repair	5	3
resized	5	8
pin swaps	0	1
endpoints found under the hold margin	0	0
buffers inserted	4	3
## how the worst max path moves through the flow
| stage | slack, ns | to |
|---|---|---|
| after global routing | -0.004 | cr$_DFF_PP0_ |
| final | 0.02 | cr$_DFF_PP0_ |
| after CTS | 0.02 | counter[2]$_DFF_PP0_ |
## stage by stage
step | setup TNS [ns] | instance area [um^2]
after floorplan | 0 | 248
after global placement | 0 | 365
after detailed placement | 0 | 365
after CTS | 0 | 415
after global routing | -0.00362 | 469
final | 0 | 469
## cell families after synthesis
group	count (synthesis)	synth area share, %
AND/OR/NAND/NOR	6	17.7
flip-flops	5	50.5
buffers and inverters	3	4.55
adder cells (fa/ha/maj)	3	15.2
AND-OR/OR-AND	2	6.06
multiplexers	1	6.06
## metal layers
metal	up-vias	wire, um	global-route usage (%)
li1	97	-	-
met1	92	320	2.41
met2	11	216	1.93
met3	0	92	1.93
met4	0	0	0.352
met5	-	0	0
Power is estimated from default activity; no workload was simulated.
