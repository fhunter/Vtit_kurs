==> design/flow/config.mk <==
export PLATFORM = sky130hd
export DESIGN_NAME = antiring
export DESIGN_NICKNAME = antiring
export VERILOG_FILES = /design/flow/design.v
export SDC_FILE = /design/flow/constraint.sdc
export NUM_CORES = 4
export LEC_CHECK = 1
export CORE_AREA = 10 10 106 106
export DIE_AREA = 0 0 116 116
==> design/flow/constraint.sdc <==
current_design antiring

set clk_period 2.0
set clk_io_pct 0.2

create_clock -name clk0 -period $clk_period [get_ports {clock}]

set non_clock_inputs [all_inputs -no_clocks]
set_input_delay [expr $clk_period * $clk_io_pct] -clock clk0 $non_clock_inputs
set_output_delay [expr $clk_period * $clk_io_pct] -clock clk0 [all_outputs]
==> design/flow/design.v <==
module antiring(
	input clock,
	input r,
	input s,
	output reg q
);
parameter LENGTH=10;
reg [LENGTH:0] delayr;
reg [LENGTH:0] delays;
wire delayed_r;
wire delayed_s;
always @(posedge clock or negedge r)
	begin
		if(r==0)
			delayr<=0;
		else
			if(!delayr[LENGTH])
				delayr<=delayr+1;
	end
always @(posedge clock or negedge s)
	begin
		if(s==0)
			delays<=0;
		else
			if(!delays[LENGTH])
				delays<=delays+1;
	end	
assign delayed_r=delayr[LENGTH]?0:1;
assign delayed_s=delays[LENGTH]?0:1;
always @(posedge clock)
	q<=delayed_s&(!delayed_r);
endmodule
==> design/flow/run.sh <==
#!/bin/bash
# OpenROAD 26Q1-2900-gdf79404cd8, Yosys 0.63+post, stock flow scripts
make -C /OpenROAD-flow-scripts/flow DESIGN_CONFIG=/design/flow/config.mk WORK_HOME=/design/flow/orfs finish
==> run_results.csv <==
group,metric,value,unit
outcome,status,"complete, no violations",
timing,whs,0.463,ns
clock_tree,cts_resized,0,
clock_tree,cts_hold_buf,0,
routing,via_count,543,
finish,drive_gt1_share,8.24,%
finish,fin_cells,193,
timing,setup_tns,0,ns
critical_path,rr_endpoint,"delays[8]$_DFFE_PN0N_",
critical_path,critPathArrivalTime,1.04,ns
finish,lay_top_cells,"dfrtp_1 (22), xnor2_1 (11), xor2_1 (7)",
timing,final-hold-violation-count,0,
power_and_ir_drop,p_leak,0.473,nW
clock_tree,htree_levels,1,
clock_tree,cts_setup_buffers,0,
routing,diodes,0,
routing,drt.antenna.violating_nets,0,
grt,grt_usage,2.27,%
critical_path,end_kind,"output port",
clock_tree,cts_tree,"yes",
timing,clock_skew,0.00279,ns
finish,fillCellCount,996,
critical_path,r2r_start,"delays[0]$_DFFE_PN0N_",
power_and_ir_drop,total_power,0.000750,W
timing,fmax,0.695,GHz
routing,drt_iter0_markers,11,
grt,grt_pass1_vias,558,
place,numPortBuffers,3,
routing,viasPerCell,2.81,
critical_path,cp_max_fo,1,
synthesis,ys_sh_mux,2.32,%
synthesis,ys_cells,78,
grt,grt_max_degree,13,
routing,wl_per_cell,6.98,um
clock_tree,cts_root_buffer,"clkbuf_8",
critical_path,path_buffers,1,
synthesis,logic_family,"simple AND/OR/NAND/NOR gates",
grt,grt_overflow,0,
synthesis,syn_avg_cell_area,12.4,um2
synthesis,yosys_warnings,1,
timing,rsz0062_at_grt,"false",
floorplanning,std_cell_rows,34,
synthesis,ys_sh_simple,17.7,%
timing,finalMaxSlewViolations,0,
routing,dr.pass1.iters,3,
finish,mostFrequentLayoutCell,"dfrtp_1",
job,tool_warnings,25,
critical_path,required,1.60,ns
critical_path,crit_slowest_cell,"clkdlybuf4s50_1",
place,pre_cts_ws,0.615,ns
floorplanning,core-area,8850,um2
power_and_ir_drop,powerDensity,636,nW/um2
synthesis,synth.distinct_cells,23,
floorplanning,die_y,116,um
grt,antenna_found_initial,0,
timing,worst_pin_slew,0.490,ns
clock_tree,numClockSinks,23,
power_and_ir_drop,vdd_drop_max,0.184,mV
floorplanning,io_pins,4,
place,dp.cells,189,
critical_path,critPathMaxStageDelay,0.47,ns
routing,drc,0,
min_path,hold_path_class,"input pin to asynchronous set/reset pin",
clock_tree,cts.path.max_buffers,2,
timing,setup_viol,0,
job,maxCapViolations,0,
grt,grt_pass1_wl,2.57,mm
critical_path,timing.reg2reg.setup_slack,0.62,ns
synthesis,ys_seq_share,58.8,%
synthesis,synth_flops,23,
floorplanning,fp_util,11.0,%
critical_path,start_kind,"register",
floorplanning,die_w,116,um
synthesis,yosysChipArea,970,um2
critical_path,path_cells,"clkdlybuf4s50_1",
place,place_hpwl,1.01,mm
synthesis,netlist_instances,78,
clock_tree,worstSkewPairLatency,0.26,ns
timing,period_minus_slack,1.44,ns
clock_tree,clk_pin_slew,0.08,ns
synthesis,adder_share,2.58,%
place,place_congestion,0.766,
finish,syn_to_final_growth,21.7,%
clock_tree,cts_buffers,3,
timing,finalClockPeriodUsage,71.9,%
synthesis,synthAoiAreaFrac,1.55,%
timing,setup_slack,0.561,ns
critical_path,criticalPathCategory,"register to output port",
critical_path,reg2reg_depth,4,
synthesis,synth-xor-area-share,16.3,%
critical_path,path_delay_family,"buffers and inverters",
timing,relSlewSlack,67.2,%
synthesis,syn_area,970,um2
routing,drt-total-wl,1.35,mm
floorplanning,chipArea,13500,um2
==> layer usage <==
| metal | global-route usage [%] | share of wire, % | vias up |
|---|---|---|---|
| met5 | 0 | 0 | - |
| met4 | 0.250 | 1.3 | 0 |
| met3 | 1.10 | 6.8 | 2 |
| met2 | 3.34 | 40 | 6 |
| met1 | 3.06 | 52 | 257 |
| li1 | - | - | 278 |
==> layout make-up <==
cell class,instances,area [um2],share of cell area [%]
clock buffers,4,45.0,3.82
inverters,2,7.51,0.636
multi-input cells,53,392,33.2
flip-flops and latches,23,571,48.4
well taps,108,135,11.5
repair buffers,3,30.0,2.55
==> sequential cells by signal (all words and copies together), names as in the netlist <==
name and flops:
delayr 11, q 1, delays 11
==> worst max-delay path by stage <==
stage	start	end	slack [ns]	cells after the start
global route	q$_DFF_P_	q	0.51	1
CTS	q$_DFF_P_	q	0.53	1
finish	q$_DFF_P_	q	0.56	1
==> per-stage QoR <==
stage	area (um2)	util, %
2_1_floorplan	970	-
3_3_place_gp	1130	12.8
3_5_place_dp	1130	12.8
4_1_cts	1180	13.3
5_1_grt	1180	13.3
6_report	1180	13.3
==> report_power, final <==
group          switching, W  internal (W)
combinational    0.00000804    0.00000344
sequential                0      0.000464
clock              0.000133      0.000142
==> synthesized netlist by cell type, drive strengths merged <==
library cell,n,area (um2)
nor3,3,15.0
nand3,5,25.0
nor2b,1,6.26
nand4,4,31.3
nand2,5,18.8
and2b,1,8.76
xnor2,11,96.3
o31ai,1,7.51
xor2,7,61.3
or3b,1,8.76
o21bai,1,7.51
nand4b,2,17.5
ha,2,25.0
dfrtp,22,551
and3b,1,8.76
mux2,2,22.5
dfxtp,1,20.0
inv,2,7.51
nand3b,1,7.51
nor2,3,11.3
and3,1,6.26
and2,1,6.26
==> cell families after synthesis <==
group / count (synthesis)
multiplexers: 2
buffers and inverters: 2
AND/OR/NAND/NOR: 29
flip-flops: 23
AND-OR/OR-AND: 2
adder cells (fa/ha/maj): 2
XOR/XNOR: 18
