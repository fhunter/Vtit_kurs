==> flow/design.v <==
module multiplexor(
	input clk,
	input [(WIDTH-1):0] data0,
	input [(WIDTH-1):0] data1,
	input [(WIDTH-1):0] data2,
	input [(WIDTH-1):0] data3,
	output [3:0]columns,
	output [(WIDTH-1):0] outputdata
);
parameter WIDTH=15;
parameter DIVISOR=15;
reg [(DIVISOR-1):0] counter;
wire [1:0] select;
assign select=counter[(DIVISOR-1):(DIVISOR-2)];
always @(posedge clk)
	counter<=counter+1;
assign outputdata=(select[0])?(select[1]?data3:data1):(select[1]?data2:data0);
assign columns=(1<<select);
endmodule
==> flow/run.sh <==
#!/bin/bash
# OpenROAD 26Q1-2900-gdf79404cd8, Yosys 0.63+post, stock flow scripts
make -C /OpenROAD-flow-scripts/flow DESIGN_CONFIG=/design/flow/config.mk WORK_HOME=/design/flow/orfs finish
==> flow/config.mk <==
export PLATFORM = sky130hd
export DESIGN_NAME = multiplexor
export DESIGN_NICKNAME = multiplexor
export VERILOG_FILES = /design/flow/design.v
export SDC_FILE = /design/flow/constraint.sdc
export NUM_CORES = 4
export LEC_CHECK = 1
export CORE_AREA = 10 10 87 87
export DIE_AREA = 0 0 97 97
==> flow/constraint.sdc <==
current_design multiplexor

set clk_period 2.6
set clk_io_pct 0.2

create_clock -name clk0 -period $clk_period [get_ports {clk}]

set non_clock_inputs [all_inputs -no_clocks]
set_input_delay [expr $clk_period * $clk_io_pct] -clock clk0 $non_clock_inputs
set_output_delay [expr $clk_period * $clk_io_pct] -clock clk0 [all_outputs]
==> metrics.cfg <==
[floorplanning]
core_um2 = 5640
rows = 27
chipWidth_um = 97
die_h_um = 97
num_io_pins = 80
chipArea_um2 = 9410
initCoreUtil_pct = 17.2

[power_and_ir_drop]
clkPwrFrac_pct = 33.9
p_per_area_nw_per_um2 = 284
max-vdd-ir-drop_mv = 0.365
comb_power_share_pct = 23.7
power.leakage_uw = 0.000688
seq_power_share_pct = 42.4
p_sw_share_pct = 17.5
power.switching_uw = 94.7
p_int_uw = 447

[finish]
layout_top_cell = clkdlybuf4s50_1
reg.largest.list = counter x15
regMostFlops = counter
fin_cells = 232
largest_reg_flops = 15
final_layout_size_suffix_gt1_share_pct = 15.0
syn2layout_area_growth_pct = 96.6
lay_top_cells = clkdlybuf4s50_1, mux4_2, dfxtp_1

[timing]
tightest_slew_ps = 320
period_used_pct = 93.1
finalHoldViolations = 0
setup_violations = 0
finalMaxSlewViolations = 0
rsz0062_at_grt = no
hold_ws_ps = 425
period_minus_slack_ps = 2420
finalSetupTns_ps = 0
max_freq_ghz = 0.413
max-slew-margin-rel_pct = 78.4
skew_ps = 5.13

[cts]
cts_tree = yes
cts.path.max_buffers = 2
clock_latency_ps = 250
clk_pin_slew_ps = 60
root_buffer = clkbuf_8
cts_setup_buffers = 0
cts_hold_buf = 0
cts_inserted_buffers = 3
cts-htree-levels = 1
clkSinkCount = 15
cts-resized-gates = 0

[worst_setup_path]
cp_max_fo = 17
critPathCaptureType = output pin
cp-start-kind = flop
r2r_cells = 4
r2r_start = counter[0]
r2r_end = counter[14]
arrival_ps = 1900
reg2reg_slack_ps = 1240
path_class = reg2out
critPathRequiredTime_ps = 2080

[run]
warning_count = 25
cap_violations = 0

[drt]
firstDrtPassIters = 3
routed_wl_um = 3490
post_drt_wl_per_cell_um = 15.0
antenna_cells_inserted = 0
vias_per_cell = 4.08
ant_nets = 0
drc = 0
first_iter_violations = 17
num_vias = 946

[global_routing]
grt_pass1_vias = 945
grt_max_degree = 20
track_usage_pct = 7.33
grt_antenna_before_repair = 0
grt_first_pass_wirelength_um = 5610
grt_overflow = 0

[yosys]
ys_chip_area_um2 = 970
synth_cell_type_count = 19
yosysCellCount = 79
synth_cells = 79
postSynthSeqShare_pct = 31.0
netlist_area_um2 = 970
ys_warn_count = 1
ys_ff = 15
avgSynthCellArea_um2 = 12.3

[min_path]
holdCritStartpoint = counter[0]
min_path_type = reg2reg
worst_hold_path.num_cells = 1
hold_end = counter[0]

[placed_design]
hpwl_um = 3010
routabilityCongestion = 0.814
placedCellCount = 228
port_buffers = 79

[run_status]
status = finished, final reports clean

-- synth_stat cells, drive strengths merged --
cell type,n,area (um^2)
nor2b,2,12.5
dfxtp,15,300
mux4,15,338
ha,1,12.5
and2,1,6.26
xnor2,5,43.8
nor2,4,15.0
nor3,5,25.0
xor2,8,70.1
nor4,2,27.5
clkbuf,2,7.51
inv,4,15.0
nand4,4,46.3
buf,2,10.0
nand2,4,15.0
nand3,5,25.0
-- cells by family (layout without fill, tap and decap cells) --
kind of cell	after synthesis	count (layout)	share of synthesized area, %
fa+ha+maj	1	1	1.29
mux	15	15	34.8
flops	15	15	31.0
xor+xnor	13	13	11.7
simple gates	27	27	17.8
buf+inv	8	89	3.35
-- worst max-delay path by stage --
stage | endpoint | startpoint
after CTS | outputdata[6] | counter[14]
after global routing | outputdata[0] | counter[14]
final | outputdata[6] | counter[14]
-- layer usage --
layer  wire length [um]  part of all wire [%]  vias up  GRT usage (%)
met5                  0                     0        -              0
met4                  9                  0.26        0          0.338
met3                452                    13        2           4.15
met2               1360                    39       67           10.6
met1               1670                    48      416           9.85
li1                   -                     -      461              -
-- power groups by stage --
stage | registers, uW | logic, uW | clock network, uW
4_1_cts | 230 | 130 | 191
5_1_grt | 230 | 136 | 201
6_report | 230 | 128 | 184
-- layout make-up --
cell class	count	area, um^2
fill	574	3730
timing repair buffer	81	818
multi-input combinational	56	637
sequential	15	300
tap	72	90.1
clock buffer	3	41.3
inverter	4	15.0
clock inverter	1	5.00
-- worst max-delay path: stages (launching register included) --
cell,delay [ps]
dfxtp_1,480
buf_12,210
mux4_2,500
clkdlybuf4s50_1,450
-- stage by stage --
stage | worst slack [ps] | util, % | total power (uW) | cell area, um^2
6_report | 180 | 33.8 | 542 | 1910
5_1_grt | 75.4 | 33.8 | 567 | 1910
4_1_cts | 131 | 33.8 | 551 | 1910
3_5_place_dp | 230 | 33.0 | 364 | 1860
3_3_place_gp | 230 | 33.0 | 364 | 1860
2_1_floorplan | 1010 | - | 250 | 970
Power and IR drop assume default switching activity.
